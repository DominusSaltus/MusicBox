$ cat design/flow/config.mk
export PLATFORM = sky130hd
export DESIGN_NAME = music_new
export DESIGN_NICKNAME = music_new
export VERILOG_FILES = /design/flow/design.v
export SDC_FILE = /design/flow/constraint.sdc
export NUM_CORES = 4
export LEC_CHECK = 1
export CORE_UTILIZATION = 40
export SYNTH_HDL_FRONTEND = slang
$ cat design/flow/constraint.sdc
current_design music_new

set clk_period 5.1
set clk_io_pct 0.2

create_clock -name clk0 -period $clk_period [get_ports {CLK100MHZ}]

set non_clock_inputs [all_inputs -no_clocks]
set_input_delay [expr $clk_period * $clk_io_pct] -clock clk0 $non_clock_inputs
set_output_delay [expr $clk_period * $clk_io_pct] -clock clk0 [all_outputs]
$ cat design/flow/design.v
`timescale 1ns / 1ps
module counter
	#(parameter CLK_DIVIDER=100000000/440/2) (
	input clk,
	input c_enable,
	output  c_out
    );
reg [23:0] counter_res;
always @(posedge clk ) begin 
	if (c_enable == 0) counter_res <= CLK_DIVIDER;
	else if(counter_res==0) counter_res <= CLK_DIVIDER; 
	else counter_res <= counter_res-1;
end
assign c_out = |counter_res;
endmodule
`timescale 1ns / 1ps
module music_new
#(parameter N=4)
(CLK100MHZ, btn, speaker,LED);
input CLK100MHZ;
input [N-1:0] btn;
output speaker;
output [N-1:0] LED;
wire counter_note;
wire speaker_enable;
reg [N-1:0] LED;
wire [N-1:0] from_counters;
localparam logic [21:0] clkdivider[0:N-1] = {
113636, 107296, 101419, 95602
};
assign LED = btn;
genvar i;
generate 
	for (i=0; i < N; i = i+1) begin
	 	counter #(.CLK_DIVIDER(clkdivider[i])) counter_inst (.clk(CLK100MHZ), .c_enable(btn[i]), .c_out(from_counters[i]));
	end
endgenerate
assign counter_note = &from_counters;
assign speaker_enable = |btn;
reg speaker;
always @(posedge CLK100MHZ ) begin 
	if (speaker_enable == 0) speaker <= 0;
	else if(counter_note==0 ) speaker <= ~speaker;
end
endmodule
$ cat design/flow/run.sh
#!/bin/bash
# OpenROAD 26Q1-2900-gdf79404cd8, Yosys 0.63+post, stock flow scripts
make -C /OpenROAD-flow-scripts/flow DESIGN_CONFIG=/design/flow/config.mk WORK_HOME=/design/flow/orfs finish
==> load_flow_metrics.sql <==
-- implementation run metrics
INSERT INTO impl_metrics (metric_group, metric, value, unit) VALUES
('status', 'outcome', 'completed', ''),
('detailed_routing', 'routedWlPerCell', '11.4', 'um'),
('floorplanning', 'dieHeight', '105', 'um'),
('job', 'openroad.warnings', '29', ''),
('power_and_ir_drop', 'static-leakage-power', '1.51', 'nW'),
('setup_path', 'timing.critical_path.buf_inv', '2', ''),
('setup_path', 'cp-end-kind', 'output pin', ''),
('sta', 'hold_ws', '0.408', 'ns'),
('global_route', 'grt_max_degree', '19', ''),
('setup_path', 'critPathMaxFanout', '4', ''),
('synth', 'warning_count_from_the_yosys_run', '0', ''),
('global_route', 'initial_antenna_violation_count', '0', ''),
('global_route', 'grt_first_pass_wirelength', '12800', 'um'),
('worst_hold_path', 'hold_class', 'reg -> reg', ''),
('setup_path', 'critical-path-top-cell-by-count', 'sky130_fd_sc_hd__clkdlybuf4s50_1', ''),
('detailed_routing', 'detail_route.iter0.violations', '112', ''),
('cts', 'clock-root-buffer', 'sky130_fd_sc_hd__clkbuf_8', ''),
('cells_and_area', 'drive_above_1_share', '0.0571', ''),
('sta', 'max_slew.worst_pin.slew', '0.771', 'ns'),
('sta', 'endpoints_failing_hold', '0', ''),
('floorplanning', 'design.portCount', '10', ''),
('sta', 'fin_skew', '0.0104', 'ns'),
('cts', 'cts.sink_count', '97', ''),
('global_route', 'globalRouteTotalUtil', '0.142', ''),
('setup_path', 'rr_worst_depth', '5', ''),
('sta', 'slew_headroom', '0.485', ''),
('synth', 'synth.distinct_cells', '35', ''),
('sta', 'max_freq', '0.320', 'GHz'),
('placement', 'place.port_buffers', '9', ''),
('placement', 'weighted_congestion_at_the_end_of_routability_driven_global_placement', '0.794', ''),
('floorplanning', 'fp.dieArea', '11100', 'um2'),
('synth', 'synth.ff_latch_count', '97', ''),
('cts', 'tritoncts', 'yes', ''),
('sta', 'period_used_share', '0.613', ''),
('synth', 'synth_seq_share', '0.456', ''),
('detailed_routing', 'drt-total-wl', '7160', 'um'),
('cts', 'clock_tree.buffer_depth', '2', ''),
('setup_path', 'worst-endpoint-required', '4.08', 'ns'),
('global_route', 'globalRoute.totalOverflow', '0', ''),
('sta', 'setup-tns-final', '0', 'ns'),
('detailed_routing', 'routed_via_density', '4.90', ''),
('sta', 'finalSetupViolCount', '0', ''),
('synth', 'synthesis.area', '4260', 'um2'),
('setup_path', 'worst_path_largest_cell_delay', '0.57', 'ns'),
('placement', 'dpl_cell_area', '4410', 'um2'),
('placement', 'post-place-ws', '1.95', 'ns'),
('synth', 'enable_flop_cells', '0', ''),
('sta', 'grt_setup_unrepaired', 'no', ''),
('cells_and_area', 'synthToLayoutAreaGrowth', '7.52', '%'),
('global_route', 'number_of_global_route_vias_before_repair', '2817', ''),
('floorplanning', 'core_region_area', '10300', 'um2'),
('synth', 'synth_cells', '484', ''),
('setup_path', 'critical_path_cell_count', '2', ''),
('cts', 'worst_setup_hold_path_clk_slew', '0.08', 'ns'),
('setup_path', 'crit_arrival', '2.11', 'ns'),
('setup_path', 'startpoint_type', 'primary input', ''),
('setup_path', 'timing.setup.critical_path_class', 'in -> out', ''),
('sta', 'layout_min_cycle_time', '3.13', 'ns'),
('power_and_ir_drop', 'power_density', '293', 'nW/um2'),
('power_and_ir_drop', 'vdd.ir_drop.worst', '0.000164', 'V'),
('sta', 'setup_ws', '1.97', 'ns'),
('detailed_routing', 'diodes', '0', ''),
('floorplanning', 'dieWidth', '105', 'um'),
('placement', 'hpwlAfterDp', '4890', 'um'),
('cells_and_area', 'final_core_utilization', '0.444', ''),
('cells_and_area', 'design_area', '4580', 'um2'),
('cts', 'hold_buffer_count_at_cts', '0', ''),
('synth', 'synth-main-ff-cell', 'sky130_fd_sc_hd__dfxtp_1', ''),
('detailed_routing', 'antenna_left', '0', ''),
('synth', 'post_synth.cell_area_avg', '8.80', 'um2'),
('worst_hold_path', 'min_path_cells', '1', '');
cells by family (layout without fill, tap and decap cells):
| kind of cell | count (synthesis) | count (layout) | synth area share |
|---|---|---|---|
| flops | 97 | 97 | 0.456 |
| buf+inv | 27 | 33 | 0.0335 |
| simple gates | 254 | 254 | 0.299 |
| xor+xnor | 76 | 76 | 0.156 |
| fa+ha+maj | 8 | 8 | 0.0235 |
| mux | 1 | 1 | 0.00235 |
| compound gates | 21 | 21 | 0.0294 |
cells in the final DEF (no fill, tap or decap), types with 8 or more instances in the layout:
master and count:
sky130_fd_sc_hd__nor4_1 25, sky130_fd_sc_hd__ha_1 8, sky130_fd_sc_hd__nand3_1 12, sky130_fd_sc_hd__clkdlybuf4s50_1 9, sky130_fd_sc_hd__nor3_1 34, sky130_fd_sc_hd__xnor2_1 54
sky130_fd_sc_hd__nor2_1 77, sky130_fd_sc_hd__inv_1 8, sky130_fd_sc_hd__nand2_1 48, sky130_fd_sc_hd__or4_1 9, sky130_fd_sc_hd__xor2_1 22, sky130_fd_sc_hd__dfxtp_1 97
sky130_fd_sc_hd__or3_1 14, sky130_fd_sc_hd__clkbuf_8 10
final timing paths:
| path | slack, ns | endpoint | from |
|---|---|---|---|
| worst min-delay path | 0.41 | genblk1[2].counter_inst.counter_res[0]$_SDFF_PP1_ | genblk1[2].counter_inst.counter_res[0]$_SDFF_PP1_ |
| worst max-delay path | 1.97 | LED[1] | btn[1] |
| worst max register to register | 2.55 | genblk1[2].counter_inst.counter_res[20]$_SDFF_PP0_ | genblk1[2].counter_inst.counter_res[13]$_SDFF_PP0_ |
| worst min register to register | 0.41 | genblk1[2].counter_inst.counter_res[0]$_SDFF_PP1_ | genblk1[2].counter_inst.counter_res[0]$_SDFF_PP1_ |
Yosys cell counts, drive strengths merged, types with 7 or more instances:
| cell type | count | share of area |
|---|---|---|
| a21oi | 7 | 0.0082 |
| buf | 10 | 0.018 |
| clkbuf | 9 | 0.0079 |
| dfxtp | 97 | 0.46 |
| ha | 8 | 0.023 |
| inv | 8 | 0.0070 |
| nand2 | 49 | 0.044 |
| nand3 | 12 | 0.014 |
| nor2 | 77 | 0.068 |
| nor3 | 34 | 0.040 |
| nor4 | 26 | 0.040 |
| or3 | 14 | 0.021 |
| or4 | 13 | 0.026 |
| xnor2 | 54 | 0.11 |
| xor2 | 22 | 0.045 |
report_power, final:
part / leakage [nW] / switching, mW / internal, mW
clock: 0.0891 / 0.253 / 0.189
sequential: 0.787 / 0.0232 / 0.782
combinational: 0.630 / 0.0530 / 0.0416
total: 1.51 / 0.329 / 1.01
stage by stage:
step / instances / total power [mW]
CTS: 626 / 1.37
finish: 626 / 1.34
floorplan: 484 / 0.897
detailed placement: 610 / 0.919
global placement: 610 / 0.917
global route: 626 / 1.42
registers in the layout, summed over array words and instances (netlist names):
name / count
genblk1.counter_inst.counter_res: 96
speaker: 1
final cells by class:
cell class / count / area [um2]
inverter: 8 / 30.0
tap: 136 / 170
fill: 974 / 5740
sequential: 97 / 1940
multi-input combinational: 360 / 2180
timing repair buffer: 9 / 90.1
clock inverter: 5 / 31.3
clock buffer: 11 / 141
routing by layer:
| metal | vias up | GRT usage | part of all wire | routed length, um |
|---|---|---|---|---|
| met5 | - | 0 | 0 | 0 |
| met4 | 0 | 0.0181 | 0.011 | 79 |
| met3 | 6 | 0.0284 | 0.027 | 193 |
| met2 | 24 | 0.225 | 0.43 | 3050 |
| met1 | 1384 | 0.210 | 0.54 | 3840 |
| li1 | 1652 | - | - | - |
Power figures rest on the tool's default switching activity, not on a simulated workload.

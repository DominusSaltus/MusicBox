**run.sh**
```bash
#!/bin/bash
# OpenROAD 26Q1-2900-gdf79404cd8, Yosys 0.63+post, stock flow scripts
make -C /OpenROAD-flow-scripts/flow DESIGN_CONFIG=/design/flow/config.mk WORK_HOME=/design/flow/orfs finish
```
**config.mk**
```make
export PLATFORM = sky130hd
export DESIGN_NAME = divide_by12
export DESIGN_NICKNAME = divide_by12
export VERILOG_FILES = /design/flow/design.v
export SDC_FILE = /design/flow/constraint.sdc
export NUM_CORES = 4
export LEC_CHECK = 1
export CORE_AREA = 10 10 70 70
export DIE_AREA = 0 0 80 80
export SYNTH_HDL_FRONTEND = slang
```
**constraint.sdc**
```tcl
current_design divide_by12

set clk_period 1.3
set clk_io_pct 0.2

create_clock -name clk0 -period $clk_period

set non_clock_inputs [all_inputs -no_clocks]
set_input_delay [expr $clk_period * $clk_io_pct] -clock clk0 $non_clock_inputs
set_output_delay [expr $clk_period * $clk_io_pct] -clock clk0 [all_outputs]
```
**design.v**
```verilog
`timescale 1ns / 1ps
module divide_by12(numer, quotient, remain);
input [5:0] numer;
output [2:0] quotient;
output [3:0] remain;
reg [2:0] quotient;
reg [3:0] remain_bit3_bit2;
assign remain = {remain_bit3_bit2, numer[1:0]};  
always @(numer[5:2])  
case(numer[5:2])
   0: begin quotient=0; remain_bit3_bit2=0; end
   1: begin quotient=0; remain_bit3_bit2=1; end
   2: begin quotient=0; remain_bit3_bit2=2; end
   3: begin quotient=1; remain_bit3_bit2=0; end
   4: begin quotient=1; remain_bit3_bit2=1; end
   5: begin quotient=1; remain_bit3_bit2=2; end
   6: begin quotient=2; remain_bit3_bit2=0; end
   7: begin quotient=2; remain_bit3_bit2=1; end
   8: begin quotient=2; remain_bit3_bit2=2; end
   9: begin quotient=3; remain_bit3_bit2=0; end
 10: begin quotient=3; remain_bit3_bit2=1; end
 11: begin quotient=3; remain_bit3_bit2=2; end
 12: begin quotient=4; remain_bit3_bit2=0; end
 13: begin quotient=4; remain_bit3_bit2=1; end
 14: begin quotient=4; remain_bit3_bit2=2; end
 15: begin quotient=5; remain_bit3_bit2=0; end
endcase
endmodule
```
==> run summary <==
Item: results of the latest flow run.

- The flow ran to the end, but the final reports show violations.
- The checks that failed: negative setup slack.
- According to the cell report, flip-flops and latches in the layout number 0.
- According to the I/O placement log, the pin count is 13.
- The required time at the worst endpoint is listed as 1.04 ns.
- The final setup slack of the worst path is -0.0853 ns.
- For this run, the detailed router's first-pass iteration total came to 3.
- TritonRoute output was used to compute an average wire per cell of 6.88 µm.
- The core area is 3420 µm².
- Checking hold timing, the worst path is listed with class primary input to primary output.
- The count of max-cap constraint violations is 0.
- In the synthesis report, Yosys lists the chip area as 193 µm².
- The count of routing violations after the opening detailed-route iteration is 6.
- The total die size is 6400 µm².
- The arrival time of data at the worst endpoint is listed as 1.13 ns.
- The number of fillers in the final layout is 402.
- The class of the most critical setup path is primary input to primary output.
- Setup repair after global routing could not meet its margin everywhere.
- The final hold violation count recorded for this run is 0.
- The endpoint type of the worst setup path is a primary output.
- Power comes to 0.0986 mW.
- Counting instances, the worst hold path has a depth of 0.
- Sequential elements use 0% of the synthesized area.
- The critical path's slowest stage uses the library cell mux2_4.
- Summed over all routing layers, the global router reports a total usage of 1.62%.
- The netlist uses 17 different library cells.
- The final max-slew violation count recorded for this run is 0.
- The overall die width is 80 µm.
- The worst VDD IR drop from the latest analysis is 0.0345 mV.
- The wire length of the first global-routing pass is 897 µm.
- The total wire length after detailed routing is 571 µm.
- Compared with the post-synthesis result, the final layout area differs by 100%.
- The via count of the first global-routing pass is 196.
- The number of remaining DRC errors is 0.
- At the pin with the least slew margin, the transition time is 0.122 ns.
- The number of port buffers is 9.
- The flow reports an fmax of 722 MHz.
- After synthesis the cells add up to 193 µm².
- Routability-driven placement finished with a final weighted congestion of 0.755.
- The post-synthesis average cell area is 7.14 µm².
- In this run the tools logged warnings totalling 37.
- The maximum number of pins on one net before global-route repair is 9.
- Among all stages on the critical path, the maximum delay recorded is 0.26 ns.
- The total overflow reported by the global router is 0.
- In this run the worst setup path begins at numer[3].
- The number of cells produced by synthesis is 27.
- The initial antenna violation count is 0.
- The final layout report lists a clock buffer count of 0.
- Endpoints with negative setup slack in the final report add up to 2.
- For this design, Yosys synthesis ends with a cell count of 27.
- The signal on the critical path passes through buf_8 > buf_6 > ha_4 > mux2_4 > nor2_2 > a21oi_1 > buf_2.
- At the floorplan stage, the core utilization is reported as 5.64%.
- Before CTS, the worst setup slack after placement is -0.870 ns.
- The top fanout value on the critical path is 3.
- The power density over the cells is 256 nW/µm².
- Per the post-route antenna check, the number of violating nets is 0.
- The area taken by flip-flops and latches is 0 µm².
- The number of cell rows is 21.
- The total number of vias is 209.
- During synthesis, Yosys emitted a total of 0 warnings.
- The share of final-layout standard cells stronger than drive strength 1 is 59.5%.
- The end-of-flow core utilization is 11.3%.
- The routed design ends up with an antenna cell count of 0.
- The final timing report derives a shortest allowable period of 1.39 ns.
- STA classifies the critical path startpoint as a primary input.
- The sum of net half-perimeters after detailed placement is 451 µm.
- The origin of the worst min-delay path is numer[1].
- In the finished design, the share of the clock period the worst path needs comes to 107%.
- The standby leakage power is 0.153 nW.
- The average via count per standard cell is 2.52.
- In this run the tightest slew margin relative to its limit is 91.6%.
- The die height is 80 µm.
==> synth_stat cells (all sizes together), types with 2 or more instances <==
library cell	count	area (µm²)
ha	4	50.1
a21oi	2	10.0
buf	4	31.3
nand2	2	7.51
o21ai	4	20.0
inv	3	11.3
==> through the flow <==
step | hold slack, ns | instance area [µm²] | cells | TNS, ns
floorplan | 0.586 | 193 | 27 | 0
global placement | 0.520 | 332 | 81 | -3.56
detailed placement | 0.520 | 332 | 81 | -3.62
CTS | 0.520 | 378 | 82 | -0.160
global route | 0.520 | 385 | 83 | -0.300
finish | 0.520 | 385 | 83 | -0.153
==> path summary, 6_finish.rpt <==
| kind | end |
|---|---|
| min | remain[1] |
| max | remain[2] |
==> critical path, delay by kind of cell <==
| family | cells | cell delay (ns) |
|---|---|---|
| adders and majority gates | 1 | 0.15 |
| muxes | 1 | 0.26 |
| AOI/OAI and AO/OA | 1 | 0.04 |
| buffers and inverters | 3 | 0.34 |
| and+or+nand+nor | 1 | 0.08 |
==> kinds of logic (layout without fill, tap and decap cells) <==
kind of cell             count (synthesis)  count (layout)  synth area share (%)
AND/OR/NAND/NOR                          7               7                  19.5
multiplexers                             2               2                  13.0
adder cells (fa/ha/maj)                  4               4                  26.0
buffers and inverters                    7              17                  22.1
AND-OR/OR-AND                            7               7                  19.5
==> final cells by class <==
class	count	area, µm²	area share (%)
repair buffers	14	119	30.8
inverters	3	13.8	3.57
multi-input cells	20	195	50.6
well taps	46	57.6	14.9
==> cell usage in the layout (no fill, tap or decap), types with 2 or more instances in the layout <==
cell type / netlist / layout
a21oi_1: 2 / 2
ha_4: 0 / 3
buf_2: 1 / 5
o21ai_0: 3 / 2
buf_6: 1 / 4
o21ai_1: 1 / 2
inv_2: 0 / 2
nand2_1: 2 / 2
buf_4: 2 / 2
==> power by group <==
part / switching (mW) / internal [mW]
logic: 0.0418 / 0.0568
registers: 0 / 0
clock network: 0 / 0
==> what timing repair did <==
item	4_1_cts	5_1_grt
setup buffers	1	1
resized	46	0
pin swaps	6	2
endpoints found under the setup margin	5	4
hold buffers	0	0
cloned	0	0
==> metal layers <==
metal / track usage [%] / vias to the layer above / routed length (µm)
li1: - / 106 / -
met2: 2.65 / 7 / 233
met5: 0 / - / 0
met4: 0 / 0 / 0
met1: 1.91 / 96 / 251
met3: 0.909 / 0 / 86
No activity file was given, so power comes from the tool's default toggle rates.

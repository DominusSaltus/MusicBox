[flow/config.mk]
export PLATFORM = sky130hd
export DESIGN_NAME = music
export DESIGN_NICKNAME = music
export VERILOG_FILES = /design/flow/design.v
export SDC_FILE = /design/flow/constraint.sdc
export NUM_CORES = 4
export LEC_CHECK = 1
export CORE_AREA = 10 10 103 103
export DIE_AREA = 0 0 113 113
export SYNTH_HDL_FRONTEND = slang
[flow/constraint.sdc]
current_design music

set clk_period 10.4
set clk_io_pct 0.2

create_clock -name clk0 -period $clk_period [get_ports {clk}]

set non_clock_inputs [all_inputs -no_clocks]
set_input_delay [expr $clk_period * $clk_io_pct] -clock clk0 $non_clock_inputs
set_output_delay [expr $clk_period * $clk_io_pct] -clock clk0 [all_outputs]
[flow/design.v]
`timescale 1ns / 1ps
module music(clk, Switch, speaker,LED);
input clk;
input [5:0] Switch;
output speaker;
output [5:0] LED;
reg [21:0] clkdivider;
reg speaker_enable;
reg [5:0] LED;
always @(Switch)
begin
	case(Switch)
  	6'b111110: clkdivider = 12000000/440/2;  
  	6'b111101: clkdivider = 12000000/466/2;  
  	6'b111011: clkdivider = 12000000/493/2;  
  	6'b110111: clkdivider = 12000000/523/2;  
  	6'b101111: clkdivider = 12000000/554/2;  
  	6'b011111: clkdivider = 12000000/587/2;  
  	default  : clkdivider = 0;
	endcase
	case(Switch)
  	6'b111110: speaker_enable = 1;
  	6'b111101: speaker_enable = 1;
  	6'b111011: speaker_enable = 1;
  	6'b110111: speaker_enable = 1;
  	6'b101111: speaker_enable = 1;
  	6'b011111: speaker_enable = 1;
  	default  : speaker_enable = 0;
	endcase
	case(Switch)
  	6'b111110: LED = 6'b000001;
  	6'b111101: LED = 6'b000010;
  	6'b111011: LED = 6'b000100;
  	6'b110111: LED = 6'b001000;
  	6'b101111: LED = 6'b010000;
  	6'b011111: LED = 6'b100000;
  	default  : LED = 0;
	endcase
end
reg [23:0] counter_note;
always @(posedge clk ) begin 
	if (speaker_enable == 0) counter_note <= 0;
	else if(counter_note==0) counter_note <= clkdivider; 
	else counter_note <= counter_note-1;
end
reg speaker;
always @(posedge clk ) begin 
	if (speaker_enable == 0) speaker <= 0;
	else if(counter_note==0 ) speaker <= ~speaker;
end
endmodule
[flow/run.sh]
#!/bin/bash
# OpenROAD 26Q1-2900-gdf79404cd8, Yosys 0.63+post, stock flow scripts
make -C /OpenROAD-flow-scripts/flow DESIGN_CONFIG=/design/flow/config.mk WORK_HOME=/design/flow/orfs finish
==> flow_metrics.py <==
# Physical implementation metrics
metrics = {
    "worst_hold_path": {
        "worst_hold_path.num_cells": 2,
        "holdCritStartpoint": "counter_note[22]$_SDFF_PP0_",
        "min_to": "counter_note[22]$_SDFF_PP0_",
        "timing.hold.worst.class": "flip-flop to flip-flop",
    },
    "placement": {
        "place.detailed.hpwl_um": 2501,
        "dp_worst_setup_slack_ns": 4.216,
        "placement.io_buffers": 13,
        "place_congestion": 0.9037,
    },
    "clock_tree": {
        "clk_pin_slew_worst_paths_ns": 0.09,
        "cts-root-to-sink-buffers": 2,
        "htreeDepth": 1,
        "post-cts-setup-buffers": 0,
        "tritoncts": "yes",
        "hold_fix_buffers_at_cts": 0,
        "tritoncts.num_buffers": 3,
        "post_cts.resized_instances": 0,
        "insertion_delay_ns": 0.27,
        "root_buffer": "clkbuf_8",
        "cts.sink_count": 25,
    },
    "cells_and_area": {
        "flow.area_growth_from_synthesis_pct": 17.90,
        "filler_cell_count": 902,
        "proportion_of_layout_cells_with_a_drive_suffix_above_1_pct": 9.375,
    },
    "final_timing": {
        "timing.slew.headroom_pct": 64.39,
        "max_clock_freq_ghz": 0.1611,
        "timing.clock.skew_ns": 0.009564,
        "final.setup.worst_slack_ns": 4.193,
        "tns_ns": 0,
        "rsz_0062_raised_after_global_routing": "false",
        "shortest_period_the_worst_path_allows_ns": 6.207,
        "setup_viols_final": 0,
        "timing.final.hold_violations": 0,
        "tightest_slew_ns": 0.5301,
        "report.final.slew_viol_count": 0,
        "holdWs_ns": 0.4687,
        "fin_crit_sh_pct": 59.69,
    },
    "setup_path": {
        "setup.worst_path.end_class": "output pin",
        "timing.reg2reg.worst_path_depth": 7,
        "worst-setup-path-type": "primary input to output pin",
        "reg2reg_slack_ns": 7.98,
        "r2r-start": "counter_note[0]$_SDFF_PN0_",
        "rr_endpoint": "counter_note[8]$_SDFF_PN0_",
        "crit_path_max_fanout": 12,
        "critPathArrivalTime_ns": 4.13,
        "crit_path_start_kind": "primary input",
        "cp.required_ns": 8.32,
    },
    "global_routing": {
        "number_of_antenna_violations_at_the_first_check_in_global_routing": 0,
        "grt_max_degree": 16,
        "first_global_vias": 1223,
        "global_route.usage.total_pct": 5.123,
        "global_route.overflow_total": 0,
        "global_route_wire_length_before_repair_um": 5637,
    },
    "synth": {
        "syn_inst": 185,
        "most_common_cell": "dfxtp_1",
        "multiplexer_fraction_of_the_synthesized_cell_area_pct": 1.320,
        "top_area_cell": "dfxtp_1",
        "ys_cells": 185,
        "synth.cellmix.simpleShare_pct": 33.17,
        "synth_seq_share_pct": 33.00,
        "syn_avg_cell_area_um2": 8.197,
        "synth_largest_type_area_fraction_pct": 33.00,
        "yosysChipArea_um2": 1516,
        "yosysUniqueCellTypes": 49,
        "ys_sh_adder_pct": 0.8251,
        "dominantRegCellSynth": "dfxtp_1",
        "synth-compound-area-share_pct": 16.58,
        "synth.cells.most_frequent": "dfxtp_1 (25), nor2_1 (18), nand2_1 (16)",
        "netlist_area_um2": 1516,
        "synth_xor_xnor_area_share_pct": 10.97,
        "synth.yosys.warnings": 0,
        "ys_seq_elements": 25,
        "count_of_library_flops_with_an_enable_pin": 0,
        "synth.comb.largest_family": "simple AND/OR/NAND/NOR gates",
        "area_leaders": "dfxtp_1 (33%), xnor2_1 (6.9%), nor2_1 (4.5%), xor2_1 (4.0%), nor3_1 (4.0%)",
        "ys_async_sr_fraction_pct": 0,
    },
    "route": {
        "antenna_cells": 0,
        "final_routed_drc_violation_total": 0,
        "post_drt_via_cell_ratio": 4.444,
        "drt-pass1-iter-count": 4,
        "dr.first_iter.drc_count": 49,
        "route.vias.total": 1320,
        "wire_per_inst_um": 11.37,
        "wirelength_um": 3376,
        "drtAntennaViolNets": 0,
    },
    "outcome": {
        "outcome": "complete, no violations",
    },
    "floorplan": {
        "die.size.y_um": 113,
        "chipWidth_um": 113,
        "io_pins": 14,
        "core-area_um2": 8299,
        "fp.dieArea_um2": 12770,
        "floorplan_stage_core_utilization_pct": 18.27,
        "std_cell_rows": 33,
    },
    "flow_run": {
        "max_cap_viol_count": 0,
        "openroad.warnings": 25,
    },
}
how the worst max path moves through the flow:
stage	startpoint	to	slack [ns]	depth (start not counted)
5_1_grt	Switch[5]	LED[1]	3.93	4
6_report	Switch[2]	LED[1]	4.19	4
4_1_cts	Switch[4]	LED[1]	4.20	4
logic make-up (layout without fill, tap and decap cells):
group           after synthesis  count (layout)
compound gates               38              38
xor+xnor                     19              19
fa+ha+maj                     1               1
buf+inv                      14              21
flops                        25              25
mux                           2               2
simple gates                 86              86
area by class of cell:
cell class / instances / area (um^2) / share of cell area [%]
tap: 105 / 131.4 / 7.348
clock buffer: 3 / 41.29 / 2.309
clock inverter: 1 / 7.507 / 0.4199
sequential: 25 / 500.5 / 27.99
multi-input combinational: 146 / 958.4 / 53.60
inverter: 3 / 11.26 / 0.6298
timing repair buffer: 14 / 137.6 / 7.698
registers in the layout, indices dropped and copies added (netlist names):
| register | count |
|---|---|
| counter_note | 24 |
| speaker | 1 |
per-stage QoR:
step | cell area [um^2] | cells | utilization, %
4_1_cts | 1788 | 297 | 21.54
5_1_grt | 1788 | 297 | 21.54
2_1_floorplan | 1516 | 185 | -
3_5_place_dp | 1739 | 293 | 20.96
6_report | 1788 | 297 | 21.54
3_3_place_gp | 1739 | 293 | 20.96
critical path: stages:
cell and delay (ns):
clkdlybuf4s50_1 0.71, nand2_1 0.24, nor3_1 0.51, clkdlybuf4s50_1 0.59
per-layer routing:
layer / wire length (um) / track usage [%] / part of all wire (%)
met1: 1652 / 6.892 / 49
met2: 1422 / 7.719 / 42
met3: 251 / 2.083 / 7.4
met4: 49 / 0.6768 / 1.5
met5: 0 / 0 / 0
layout by cell type, fill, tap and decap left out, types with 3 or more instances in the layout:
cell             Yosys  final
inv_1                3      3
nor3_1              12     12
o21ai_0              6      6
nand3_1              6      6
nand2_1             16     16
a21oi_1             11     11
dfxtp_1             25     25
clkbuf_8             0      3
nor2_1              18     18
a211oi_1             6      5
o22ai_1              3      3
o21ai_1              3      3
clkdlybuf4s50_1      0     13
nand2b_1             4      4
nor4_1               5      5
xor2_1               7      7
xnor2_1             12     12
